===== /design/flow/constraint.sdc =====
current_design hvcount

set clk_period 1.8
set clk_io_pct 0.2

create_clock -name clk0 -period $clk_period [get_ports {CLKt}]

set non_clock_inputs [all_inputs -no_clocks]
set_input_delay [expr $clk_period * $clk_io_pct] -clock clk0 $non_clock_inputs
set_output_delay [expr $clk_period * $clk_io_pct] -clock clk0 [all_outputs]

===== /design/flow/config.mk =====
export PLATFORM = sky130hd
export DESIGN_NAME = hvcount
export DESIGN_NICKNAME = hvcount
export VERILOG_FILES = /design/flow/design.v
export SDC_FILE = /design/flow/constraint.sdc
export NUM_CORES = 4
export LEC_CHECK = 1
export CORE_AREA = 10 10 70 70
export DIE_AREA = 0 0 80 80

===== /design/flow/design.v =====
`timescale 1ns / 1ps
module hvcount(
   input CLKt,
   input RST,
	output reg [10:0]HCOUNT
   );
	always@(posedge CLKt)
	begin
		if(RST)
			HCOUNT<=0;
		else begin
			if(HCOUNT == 1039)
				HCOUNT <= 0;
			else HCOUNT <= HCOUNT + 1;
			end
	end	 
endmodule

===== /design/flow/run.sh =====
#!/bin/bash
# OpenROAD 26Q1-2900-gdf79404cd8, Yosys 0.63+post, stock flow scripts
make -C /OpenROAD-flow-scripts/flow DESIGN_CONFIG=/design/flow/config.mk WORK_HOME=/design/flow/orfs finish

==> tab_implementation.tex <==
% Generated from flow reports
\begin{tabular}{lr}
\hline
Metric & Value \\
\hline
\multicolumn{2}{l}{\textbf{Layout}} \\
\quad Biggest regs & HCOUNT x11 \\
\quad Register containing the most flip-flops in the final layout & HCOUNT \\
\quad Most frequently placed logic cells in the final layout & 12 x clkdlybuf4s50\_1, 11 x dfxtp\_1, 6 x a21oi\_1 \\
\quad Largest register FFs & 11 \\
\quad Layout cells sized above 1 & 11.76\% \\
\quad Most frequent standard cell in the layout excluding fill and tap cells & clkdlybuf4s50\_1 \\
\quad Layout overhead on the synthesized area & 41.37\% \\
\multicolumn{2}{l}{\textbf{Setup path}} \\
\quad Slowest cell on the critical path & clkdlybuf4s50\_1 \\
\quad Critical path data arrival time & 1.22 ns \\
\quad Worst path top cell family by delay & buffers and inverters \\
\quad Capturing element of the worst setup path & HCOUNT[7] \\
\quad Critical path data required time & 1.44 ns \\
\quad Launch point of the worst path & HCOUNT[7] \\
\quad Depth of the worst register-to-register path & 4 \\
\quad Combined buffer and inverter count along the critical path & 1 \\
\quad Worst stage delay on the critical path & 0.52 ns \\
\quad Startpoint of the worst register-to-register path & HCOUNT[0] \\
\quad Crit start category & register \\
\quad Crit. End Element & output port \\
\quad Peak fanout along the critical path & 7 \\
\quad Flop-to-flop setup slack & 0.23 ns \\
\quad Capture instance of the worst register-to-register path & HCOUNT[8] \\
\quad Logic depth of the worst setup path including buffers & 1 \\
\quad WS Path Type & reg2out \\
\quad CP Cell Sequence & clkdlybuf4s50\_1 \\
\multicolumn{2}{l}{\textbf{Floorplan}} \\
\quad Pre-placement core utilization & 14.43\% \\
\quad Die boundary height & 80 microns \\
\quad Core region area & 3416 sq um \\
\quad Overall die width & 80 microns \\
\quad Die ar. & 6400 sq um \\
\quad Floorplan row count & 21 \\
\quad Number of top-level design ports & 13 \\
\multicolumn{2}{l}{\textbf{Detailed routing}} \\
\quad Via density & 3.781 \\
\quad First-pass iteration count of the detailed router & 4 \\
\quad Diode insertion count for antenna repair & 0 \\
\quad Violation count after the first detailed-routing iteration & 31 \\
\quad Wire length per cell after detailed routing & 10.17 microns \\
\quad Post-route ant nets & 0 \\
\quad DRC & 0 \\
\quad Vias post-DR & 431 \\
\quad Total detailed-routing wirelength & 1159 microns \\
\multicolumn{2}{l}{\textbf{STA}} \\
\quad FMAX & 631.2 MHz \\
\quad Final number of hold-violating endpoints & 0 \\
\quad Least-Margin Pin Slew & 0.4537 ns \\
\quad Unrepaired setup endpoints after global routing & false \\
\quad Worst slew margin relative to its limit & 69.75\% \\
\quad Tmin final & 1.584 ns \\
\quad Final-layout setup total negative slack & 0 ns \\
\quad Post-route clock skew & 0.002104 ns \\
\quad Max-slew violation total from the final report & 0 \\
\quad Share of the clock period used by the worst path after layout & 88.02\% \\
\quad Final setup fails & 0 \\
\multicolumn{2}{l}{\textbf{Clock tree}} \\
\quad TritonCTS sink count & 11 \\
\quad Clock tree from TritonCTS & done \\
\quad Count of hold-fix buffers inserted at cts & 0 \\
\quad Insertion Delay late pin & 0.26 ns \\
\quad Buffer cell driving the clock tree root & clkbuf\_4 \\
\quad PostCTS Resize Cnt & 0 \\
\quad Inserted Clock Buffers & 3 \\
\quad Post-CTS setup buffers & 0 \\
\quad Maximum level of the CTS H-tree & 1 \\
\quad CTS clk-pin slew, worst paths & 0.07 ns \\
\quad Clk buf depth & 2 \\
\multicolumn{2}{l}{\textbf{Global route}} \\
\quad Via count of the first global-routing pass & 403 \\
\quad Number of antenna violations at the first check in global routing & 0 \\
\quad All-Layer GR Usage & 3.632\% \\
\quad First-pass GRT wire length & 1869 microns \\
\quad Pin count of the biggest net entering global routing & 11 \\
\quad Overflow left after global routing & 0 \\
\multicolumn{2}{l}{\textbf{Power and ir drop}} \\
\quad Max rail drop VDD & 0.0001857 V \\
\quad Static Leak & 0.2091 nW \\
\quad Pwr Density & 637.0 nW/um\^{}2 \\
\quad Total power of the final layout & 443.9 uW \\
\multicolumn{2}{l}{\textbf{Synthesis}} \\
\quad Netlist area before placement & 493.0 sq um \\
\quad Fraction of synthesized cell area taken by the top area cell type & 44.67\% \\
\quad Share of the yosys chip area belonging to registers & 44.67\% \\
\quad Yosys chip area & 493.0 sq um \\
\quad Average footprint of a synthesized cell & 9.480 sq um \\
\quad Top cells by area, synth & dfxtp\_1 45\%, a21oi\_1 6.1\%, o31ai\_1 6.1\% \\
\quad Post-synthesis sequential element count & 11 \\
\quad \# Cells Yosys & 52 \\
\quad Post-synthesis cell type count & 19 \\
\quad Cells after Synth & 52 \\
\quad Yosys warns & 1 \\
\quad Leading area contributor after synthesis & dfxtp\_1 \\
\multicolumn{2}{l}{\textbf{Placement}} \\
\quad Global placer's final weighted congestion & 0.7854 \\
\quad Port Buffer Count & 12 \\
\quad HPWL Detailed & 909.9 microns \\
\multicolumn{2}{l}{\textbf{Flow run}} \\
\quad Number of max-cap violations & 0 \\
\quad Count of tool warnings & 25 \\
\multicolumn{2}{l}{\textbf{Status}} \\
\quad Status & completed \\
\multicolumn{2}{l}{\textbf{Min path}} \\
\quad Kind of path behind the tightest hold check & reg2reg \\
\hline
\end{tabular}
==> metal layers <==
| metal | part of all wire [%] | track usage [%] |
|---|---|---|
| met1 | 48 | 4.659 |
| met2 | 39 | 4.815 |
| met3 | 13 | 2.955 |
| met4 | 0 | 0.1761 |
| met5 | 0 | 0 |
==> Yosys cell counts <==
library cell,n
xnor2_1,2
a21oi_1,6
nand3_2,1
xor2_1,1
nand4_1,2
o21ai_0,2
o31ai_4,1
nand2_1,2
inv_1,4
or4b_4,1
dfxtp_1,11
or3_1,1
or3_4,1
nor2_1,5
o31ai_1,4
ha_1,1
or4_1,4
nand3_1,2
or3_2,1
==> worst min-delay path by stage <==
stage | start | end | depth (start not counted)
4_1_cts | HCOUNT[0] | HCOUNT[0] | 1
5_1_grt | HCOUNT[0] | HCOUNT[0] | 1
6_report | HCOUNT[0] | HCOUNT[0] | 1
==> final cells by class <==
class / count / area, sq um
fill: 392 / 2719
multi-input combinational: 37 / 257.7
sequential: 11 / 220.2
timing repair buffer: 12 / 120.1
tap: 46 / 57.56
clock buffer: 4 / 26.28
inverter: 4 / 15.01
==> logic make-up after synthesis <==
kind of cell    share of synthesized area (%)
simple gates                            25.89
compound gates                          18.53
flops                                   44.67
buf+inv                                 3.045
xor+xnor                                5.331
fa+ha+maj                               2.538
==> through the flow <==
stage               cells  util [%]  hold WS (ns)  worst slack [ns]  area (sq um)
global placement      110     19.63        0.4593            0.2710         670.6
finish                114     20.40        0.4809            0.2157         696.9
CTS                   114     20.40        0.4813            0.1957         696.9
detailed placement    110     19.63        0.4641            0.2388         670.6
global route          114     20.40        0.4928            0.1280         696.9
floorplan              52         -        0.4300            0.3831         493.0
==> power by group <==
part	internal [mW]	switching, mW	leakage [nW]	total [mW]
registers	0.249	0.00667	0.0892	0.256
logic	0.0171	0.00996	0.105	0.0271
clock network	0.0856	0.0755	0.0150	0.161
total	0.352	0.0921	0.209	0.444
No activity file was given, so power comes from the tool's default toggle rates.
